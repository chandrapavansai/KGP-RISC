### /design/flow/design.v
`timescale 1ns / 1ps
module reg_file(
  input clk,
  input write,
  input rst,
  input [4:0]writeaddress,
  input [4:0]addreg1,
  input [4:0]addreg2,
  input [31:0]dinreg,
  output [31:0]doutreg1,
  output [31:0]doutreg2
);
reg signed [31:0]register[31:0];
integer i=0;
	assign doutreg1=rst?32'b0:register[addreg1];
	assign doutreg2=rst?32'b0:register[addreg2];
	always @(negedge clk or posedge rst) 
	begin
		if(rst)
		begin
			for(i=0;i<32;i=i+1)
				begin
					register[i]=0;
				end
		end else begin 
			if(write)
			begin
			register[writeaddress]=dinreg;
			end 
		end
	end
endmodule
### /design/flow/constraint.sdc
current_design reg_file

set clk_period 27.2
set clk_io_pct 0.2

create_clock -name clk0 -period $clk_period [get_ports {clk}]

set non_clock_inputs [all_inputs -no_clocks]
set_input_delay [expr $clk_period * $clk_io_pct] -clock clk0 $non_clock_inputs
set_output_delay [expr $clk_period * $clk_io_pct] -clock clk0 [all_outputs]
### /design/flow/run.sh
#!/bin/bash
# OpenROAD 26Q1-2900-gdf79404cd8, Yosys 0.63+post, stock flow scripts
make -C /OpenROAD-flow-scripts/flow DESIGN_CONFIG=/design/flow/config.mk WORK_HOME=/design/flow/orfs finish
### /design/flow/config.mk
export PLATFORM = sky130hd
export DESIGN_NAME = reg_file
export DESIGN_NICKNAME = reg_file
export VERILOG_FILES = /design/flow/design.v
export SDC_FILE = /design/flow/constraint.sdc
export NUM_CORES = 4
export LEC_CHECK = 1
export CORE_UTILIZATION = 50
==> flow_metrics.py <==
# Physical implementation metrics
metrics = {
    "outcome": {
        "status": "completed",
    },
    "die": {
        "die_width_um": 323.1,
        "dieArea_mm2": 0.1044,
        "io_pins": 114,
        "core_mm2": 0.1020,
        "initial_core_util": 0.5053,
        "rows": 117,
        "fp.dieH_um": 323.1,
    },
    "synthesis": {
        "ys_sh_mux": 0.2302,
        "adder_share": 0,
        "ys_sh_simple": 0.07565,
        "syn-instance-count": 4379,
        "synth_seq_share": 0.4970,
        "logic_family": "multiplexers",
        "edf_count": 0,
        "aoi_share": 0.1571,
        "yosys-stat-area_mm2": 0.05156,
        "synth_cell_types": 67,
        "ff_type": "dfrtn_1",
        "avgSynthCellArea_um2": 11.77,
        "yosys_cells": 4379,
        "synth_area_mm2": 0.05156,
        "ys.flops": 1024,
        "yosys_warnings": 2,
        "xor_area_frac": 0,
        "async_flop_share": 1.000,
    },
    "clock_tree": {
        "cts_setup_buffers": 0,
        "ctsHoldBuffers": 0,
        "clk_latency_ns": 0.67,
        "cts.clk_slew.worst_paths_ns": 0.04,
        "cts_resized": 0,
        "cts_max_level": 3,
        "cts_buffers": 113,
        "clock-sinks": 1024,
        "clk_path_buf_depth": 3,
        "cts-root-buf": "clkbuf_16",
        "cts_tree": "built",
    },
    "timing": {
        "drv_slew": 0,
        "finalHoldViolCount": 0,
        "slew-limit-headroom": 0.07617,
        "tightest_slew_ns": 1.383,
        "setup_viol": 0,
        "whs_ns": 0.4561,
        "rsz0062_at_grt": "no",
        "finClkSkew_ns": 0,
    },
    "global_route": {
        "grt_pass1_wl_um": 356000,
        "grt_pass1_vias": 43720,
        "grt_util_all_layers": 0.5269,
        "antenna_found_initial": 15,
        "overflow": 0,
        "grt_max_degree": 129,
    },
    "finish": {
        "mostFrequentLayoutCells": "1031 x mux2_2, 1024 x dfrtn_1, 804 x a22oi_1",
        "area_growth_pct": 13.09,
        "largest_register_ffs": 1024,
        "finalNonFillerCells": 5858,
        "final_common_cell": "mux2_2",
        "fin_area_mm2": 0.05830,
        "drive_gt1_frac": 0.3422,
    },
    "worst_setup_path": {
        "critPathCaptureType": "primary output",
        "reg2reg_to": "register[10][20]",
        "worst_setup_path_start_kind": "flop",
        "critPathLaunch": "register[25][11]",
        "cp.arrival_ns": 17.47,
        "crit_type": "flop to primary output",
        "required_ns": 21.76,
        "path_max_fanout": 3,
        "r2r_slack_ns": 26.26,
        "reg2reg_depth": 1,
        "reg2reg_from": "register[10][20]",
        "critPathCapture": "doutreg2[11]",
    },
    "place": {
        "placed_cell_area_mm2": 0.05445,
        "gp_congestion": 1.050,
        "io_buffer_count": 113,
        "placedCellCount": 5633,
        "place_hpwl_um": 148800,
    },
    "detailed_routing": {
        "drtIter0Drc": 5909,
        "drtPass1Iterations": 8,
        "drt-wirelength-per-cell_um": 44.22,
        "via_count": 44860,
        "wl_um": 259100,
        "antenna_left": 0,
        "drc_errors": 0,
        "vias_per_cell": 7.658,
    },
    "power_and_ir_drop": {
        "p_leak_nw": 25.39,
        "p_per_area_mw_per_mm2": 73.84,
        "power_mw": 4.305,
        "ir_drop_mv": 0.06273,
    },
    "worst_hold_path": {
        "hold_path_class": "flop to flop",
    },
    "flow_run": {
        "warning_count": 51,
        "drv_cap": 0,
    },
}
-- cells by family after synthesis --
kind of cell	count (synthesis)
buffers and inverters	438
AND-OR/OR-AND	1079
AND/OR/NAND/NOR	784
flip-flops	1024
multiplexers	1054
-- worst min path at each step --
stage / end / from / cells after the start / slack, ns
CTS: register[24][31] / register[24][31] / 1 / 0.45
global route: register[24][31] / register[24][31] / 1 / 0.47
finish: register[24][31] / register[24][31] / 1 / 0.46
-- power by group --
part           internal [mW]  switching [mW]  leakage [nW]
registers               1.85           0.279          13.1
clock network          0.921           0.674          1.88
logic                  0.303           0.279          10.4
-- cell type report --
cell class	count	area [um2]
sequential	1024	25620
tap	1368	1712
inverter	5	22.52
antenna	13	32.53
clock buffer	169	3248
timing repair buffer	319	2715
multi-input combinational	2917	24380
fill	8482	43730
clock inverter	43	569.3
-- through the flow --
step | utilization | TNS (ns) | setup WS (ns)
final | 0.5714 | 0 | 4.290
after global routing | 0.5711 | 0 | 4.487
after detailed placement | 0.5337 | 0 | 4.997
after floorplan | - | -6032.55 | -5.891
after global placement | 0.5337 | 0 | 5.008
after CTS | 0.5711 | 0 | 4.425
-- cell usage after synthesis, types with 18 or more instances --
| master | number | area [um2] |
|---|---|---|
| a221oi_1 | 36 | 315.3 |
| mux2_2 | 1031 | 11610 |
| buf_2 | 132 | 660.6 |
| a211oi_1 | 52 | 390.4 |
| dfrtn_1 | 1024 | 25620 |
| a22oi_1 | 804 | 6036 |
| a22o_1 | 30 | 262.8 |
| mux2i_1 | 18 | 180.2 |
| a222oi_1 | 20 | 200.2 |
| nand2_1 | 267 | 1002 |
| nand3_1 | 48 | 240.2 |
| nor2_1 | 146 | 548.0 |
| nor3_1 | 73 | 365.4 |
| buf_1 | 56 | 210.2 |
| nand4_1 | 91 | 569.3 |
| clkbuf_1 | 192 | 720.7 |
| buf_4 | 39 | 292.8 |
| a21oi_1 | 39 | 195.2 |
| o21ai_0 | 29 | 145.1 |
| nor4_1 | 35 | 219.0 |
-- metal layers --
metal,GRT usage,vias to the layer above,part of all wire
met3,0.3848,1472,0.19
met1,0.6471,22180,0.33
met4,0.3092,38,0.087
li1,-,16800,-
met5,0.03843,-,0.0022
met2,0.6679,4374,0.38
-- critical path, cell delays in order (launching register included) --
cell and delay (ns):
dfrtn_1 0.61, nand4_1 0.14, a21boi_0 0.88, a221oi_1 0.16
and4_1 0.23, a211oi_1 0.58, clkdlybuf4s50_1 0.59
No activity file was given, so power comes from the tool's default toggle rates.
