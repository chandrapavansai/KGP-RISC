==> flow/design.v <==
`timescale 1ns / 1ps
module datamemory(
		input  memread,
		input  memwrite,
		input  clk,
		input  rst,
		input	 [31:0]writedata,
		input	 [31:0]address,
		output [31:0]readdata
    );
	integer i=0;
	reg[31:0]memreg[0:63];
assign readdata=memread?memreg[address]:32'b0;	
always @(negedge clk or posedge rst) 
	begin
		if(rst)
		begin
			for(i=0;i<64;i=i+1)
				begin
					memreg[i]=0;
				end
		end else begin 
			if(memwrite)
			begin
				memreg[address]=writedata;
			end
		end
	end
endmodule
==> flow/run.sh <==
#!/bin/bash
# OpenROAD 26Q1-2900-gdf79404cd8, Yosys 0.63+post, stock flow scripts
make -C /OpenROAD-flow-scripts/flow DESIGN_CONFIG=/design/flow/config.mk WORK_HOME=/design/flow/orfs finish
==> flow/config.mk <==
export PLATFORM = sky130hd
export DESIGN_NAME = datamemory
export DESIGN_NICKNAME = datamemory
export VERILOG_FILES = /design/flow/design.v
export SDC_FILE = /design/flow/constraint.sdc
export NUM_CORES = 4
export LEC_CHECK = 1
export CORE_UTILIZATION = 50
==> flow/constraint.sdc <==
current_design datamemory

set clk_period 11.4
set clk_io_pct 0.2

create_clock -name clk0 -period $clk_period [get_ports {clk}]

set non_clock_inputs [all_inputs -no_clocks]
set_input_delay [expr $clk_period * $clk_io_pct] -clock clk0 $non_clock_inputs
set_output_delay [expr $clk_period * $clk_io_pct] -clock clk0 [all_outputs]
==> run summary <==
run metrics: TritonCTS clock tree built, DRC 0, clock share of power 38.6%, VDD IR-drop max 134 uV, DRT iter0 DRCs 5,924, Max FO, Critical Path 2, critical-path cell list and3_1, a2111oi_0, nand3_1, nor4_1, a31oi_1, clkdlybuf4s50_1, Layout Skew 0 ns, Post-synth ARST share 100%, first-pass GRT wire length 536,000 um, Net Sw Frac 24.9%, tool warnings 59, status finished clean, Ports 100, most numerous cell in the Yosys netlist mux2_2, final wirelength 392,000 um, Netlist cell types 64, pin count of the biggest net entering global routing 101, clk latency late pin 0.78 ns, global route overflow 0, Initial Utilization 50.3%, Final Instance Count excl. Fillers 9,204, chip area 181,000 um2, Yosys reg bits 2,048, Worst Hold Class reg -> reg, FF/Latch Area 51,200 um2, cts bufs inserted 210, Clock Tree Root clkbuf_16, Comb gate area 36,700 um2, DRT antenna net count 0, CTS max path bufs 3, max reg flops 2,048, crit path DAT 9.08 ns, DR pass1 iterations 9, Synth area leader dfrtn_1, synth warn 2, Port Buf Inserts 73, gr usage total 46.5%, Post-CTS Hold Fix Bufs 0, Die W 426 um, Cell Int Power 13,200 uW, Syn Std Cell Area 89,800 um2, ys cells 6,590, routed len/inst 42.6 um, Crit Path Class reg -> out, Worst-path clk slew 0.04 ns, max-slew headroom at the worst pin 26.9%, Net Switching 4360 uW, Area Growth Syn to Fin 14.2%, share of Yosys cell area claimed by the top area cell type 57.1%, Sequential Power Share 50.8%, Synth Area per Inst 13.6 um2, Buf+Inv Stages, Crit Path 1, Placed Cells 8,795, Worst Tran Pin Value 1.09 ns, Combinational Power Share 10.6%, post-DR vias/cell 6.95, height of the die 426 um, RSZ-0062 raised after global routing no, Post-synth top cells mux2_2, dfrtn_1, a22oi_1, clkbuf_1, nand2_1, final setup violation count 0, cell at the slowest stage of the critical path a2111oi_0, layout cells sized above 1 44.7%, crit path capture type output pin, pwr/cell area 171 nW/um2, max-cap violations 0, Slew Limit Fails 0, register share after synthesis 57.1%, Leakage 0.0478 uW, Core Region 178,000 um2, FILL cells 14,000, top cells by area dfrtn_1, mux2_2, a22oi_1, clkbuf_1, nand4_1, Final Hold Viols 0, CP startpoint kind flip-flop, antenna violations before repair 22, setup_tns 0 ns, row cnt 155, Synth Flop Type dfrtn_1, Sink Count 2,048, worst path required time 9.12 ns, max incr delay on CP 0.89 ns, post-detail-place hpwl 233,000 um, Post-synth EDFFs 0, cell family with most CP delay AND-OR/OR-AND gates, number of global-route vias before repair 64,000, gp weighted congestion 1.02, via count 63,900, Mapped Cells 6,590, yosys stat area 89,800 um2, H-tree depth 4
-- path summary, 6_finish.rpt --
path,depth (start not counted),to,from,slack [ns]
min in group asynchronous,2,memreg[9][6],rst,7.58
worst max-delay path,6,readdata[27],memreg[11][27],0.04
worst min-delay path,1,memreg[60][18],memreg[60][18],0.43
worst min register to register,1,memreg[60][18],memreg[60][18],0.43
max in group asynchronous,4,memreg[30][13],rst,2.42
worst max register to register,1,memreg[39][20],memreg[39][20],10.60
-- layer usage --
metal,vias to the layer above,track usage (%),routed length [um]
li1,24800,-,-
met1,33700,59.6,137000
met2,4018,62.0,164000
met3,1388,27.4,59300
met4,41,27.5,30400
met5,-,2.67,915
-- power groups by stage --
stage | combinational (uW) | clock, uW | sequential [uW]
CTS | 1850 | 6810 | 8920
global route | 1990 | 7080 | 9060
finish | 1860 | 6770 | 8930
-- cells by family after synthesis --
logic type	Yosys count	synth area share, %
xor gates and xnor gates	1	0.00976
buffers and inverters	664	3.09
muxes	2187	27.3
AOI/OAI and AO/OA	1032	8.53
and+or+nand+nor	658	3.94
DFF	2048	57.1
-- per-stage QoR --
stage               setup slack [ns]  hold slack [ns]  total power [uW]  area [um2]  utilization (%)
floorplan                     -24.31            0.418             10300       89800                -
global placement               0.496            0.428             10800       95600             53.6
detailed placement             0.491            0.436             10900       95600             53.6
CTS                          0.00564            0.436             17600      102000             57.4
global route                 0.00925            0.447             18100      102000             57.4
finish                        0.0402            0.434             17600      102000             57.4
-- placed cells by master (no fill, tap or decap), types with 14 or more instances in the layout --
| cell | netlist | final |
|---|---|---|
| buf_2 | 150 | 36 |
| clkbuf_8 | 0 | 55 |
| a222oi_1 | 17 | 17 |
| mux2i_1 | 70 | 70 |
| a2bb2oi_1 | 21 | 21 |
| nand2_4 | 0 | 17 |
| nand3_1 | 49 | 42 |
| a2111oi_0 | 22 | 15 |
| buf_4 | 9 | 358 |
| buf_12 | 0 | 79 |
| nor4_1 | 58 | 53 |
| nor2_4 | 0 | 49 |
| and3_1 | 49 | 48 |
| nor3_2 | 7 | 23 |
| clkbuf_1 | 323 | 69 |
| a22o_1 | 24 | 24 |
| nand4_1 | 133 | 133 |
| clkinv_2 | 0 | 19 |
| o21ai_0 | 50 | 50 |
| dfrtn_1 | 2048 | 2048 |
| clkdlybuf4s50_1 | 0 | 34 |
| nand2_2 | 0 | 14 |
| nand2_1 | 168 | 137 |
| a31oi_1 | 31 | 31 |
| diode_2 | 0 | 37 |
| clkbuf_16 | 0 | 210 |
| nor3_1 | 50 | 27 |
| nor2_1 | 75 | 29 |
| o211ai_1 | 27 | 27 |
| a21oi_1 | 39 | 39 |
| mux2_2 | 2109 | 2109 |
| a22oi_1 | 754 | 753 |
-- what timing repair did --
| action | in CTS | in global routing |
|---|---|---|
| pin swaps | 0 | 0 |
| hold endpoints to repair | 0 | 0 |
| buffers inserted | 0 | 0 |
| gates resized | 11 | 6 |
| setup endpoints to repair | 6 | 6 |
-- layout make-up --
| type | count | share of cell area [%] |
|---|---|---|
| Clock buffer | 334 | 6.12 |
| Tap cell | 2355 | 2.88 |
| Antenna cell | 37 | 0.0903 |
| Sequential cell | 2048 | 50.0 |
| Multi-Input combinational cell | 3878 | 35.8 |
| Inverter | 6 | 0.0256 |
| Clock inverter | 38 | 0.389 |
| Timing Repair Buffer | 508 | 4.68 |
No activity file was given, so power comes from the tool's default toggle rates.
