--- config.mk ---
export PLATFORM = sky130hd
export DESIGN_NAME = ALU
export DESIGN_NICKNAME = ALU
export VERILOG_FILES = /design/flow/design.v
export SDC_FILE = /design/flow/constraint.sdc
export NUM_CORES = 4
export LEC_CHECK = 1
export CORE_UTILIZATION = 40
--- constraint.sdc ---
current_design ALU

set clk_period 13.2
set clk_io_pct 0.2

create_clock -name clk0 -period $clk_period [get_ports {clk}]

set non_clock_inputs [all_inputs -no_clocks]
set_input_delay [expr $clk_period * $clk_io_pct] -clock clk0 $non_clock_inputs
set_output_delay [expr $clk_period * $clk_io_pct] -clock clk0 [all_outputs]
--- design.v ---
module ALU(
		input signed[31:0]reg1,
		input signed[31:0]reg2,
		input [2:0]x,
		input branch,
		input rst,
		input clk,
		output reg [1:0]sign,
		output reg cout,
		output reg [31:0]result
    );
	 wire [31:0]sum;
	 wire carry;
	 cla_32_bit add(reg1,reg2,1'b0,sum,carry);
	 always@(posedge rst or posedge clk)
		 begin
			if(rst) begin cout=0;
			end
			else begin
				#0.2;
				if(((~x[1])&(~x[0])&(~branch)&clk)) 
					begin 
					cout =carry;
					end
			end
		 end
	 always@* begin
	 	if(~x[2]) begin
			if((~x[1])&(~x[0]))begin
				if(~branch) 
				begin
					result = sum;
				end else result=reg2;
				sign[1]=(reg1==0);
				sign[0]=(reg1[31]==1);
			end else if((~x[1])&(x[0]))
			begin
				result = ~reg2+1;
				sign[1]=(reg1==0);
				sign[0]=(reg1[31]==1);
			end else if((x[1])&(~x[0]))
			begin
				result = reg1&reg2;
				sign[1]=(reg1==0);
				sign[0]=(reg1[31]==1);
			end else
			begin
				 result=reg1^reg2;
				sign[1]=(reg1==0);
				sign[0]=(reg1[31]==1);
			end 
		end else begin 
			if((~x[1])&(x[0])) begin
				result = (reg1<<reg2);
				sign[1]=(reg1==0);
				sign[0]=(reg1[31]==1);
			end else if((x[1])&(x[0])) begin
				result = (reg1>>reg2);
				sign[1]=(reg1==0);
				sign[0]=(reg1[31]==1);
			end else begin
				result = (reg1>>>reg2);
				sign[1]=(reg1==0);
				sign[0]=(reg1[31]==1);
			end
		end
	end
endmodule
`timescale 1ns / 1ps
module LCU(
input [3:0]p,
input [3:0]g,
input cin,
output [3:0]c
    );
assign c[0]= g[0]|(p[0]&cin);
assign c[1]= g[1] | (p[1]&g[0]) | p[1]&p[0]&cin;
assign c[2]= g[2] | (p[2]&g[1]) | p[2]&p[1]&g[0] | p[2]&p[1]&p[0]&cin;
assign c[3]=g[3] | (p[3]&g[2]) | p[3]&p[2]&g[1] | p[3]&p[2]&p[1]&g[0] | p[3]&p[2]&p[1]&p[0]&cin;
endmodule
`timescale 1ns / 1ps
module cla_16_bit(
    input [15:0] a,
    input [15:0] b,
    input cin,
    output [15:0] sum,
    output cout
    );
	wire [3:0]P,G;                            
	wire [3:0]c;
	LCU l1(P,G,cin,c);
	cla_4bit_aug c0(a[3:0],b[3:0],cin,sum[3:0],P[0],G[0]),
	 c1(a[7:4],b[7:4],c[0],sum[7:4],P[1],G[1]),
	 c2(a[11:8],b[11:8],c[1],sum[11:8],P[2],G[2]),
	 c3(a[15:12],b[15:12],c[2],sum[15:12],P[3],G[3]);
	assign cout=c[3];
endmodule
`timescale 1ns / 1ps
module cla_32_bit(
	 input [31:0] a,
    input [31:0] b,
    input cin,
    output [31:0] sum,
    output cout
    );
	wire carry1;
	cla_16_bit c1(a[15:0],b[15:0],cin,sum[15:0],carry1),
	c2(a[31:16],b[31:16],carry1,sum[31:16],cout);
endmodule
`timescale 1ns / 1ps
module cla_4bit_aug(
input [3:0]a,
input [3:0]b,
input cin,
output [3:0] sum,
output P,G);
wire [2:0]c;
wire [3:0]p,g;
assign p=a^b; 
assign g=a&b;  
assign c[0]= g[0]|(p[0]&cin);
assign c[1]= g[1] | (p[1]&g[0]) | p[1]&p[0]&cin;
assign c[2]= g[2] | (p[2]&g[1]) | p[2]&p[1]&g[0] | p[2]&p[1]&p[0]&cin;
assign P=p[0]&p[1]&p[2]&p[3];
assign G=g[3] | (p[3]&g[2]) | p[3]&p[2]&g[1] | p[3]&p[2]&p[1]&g[0];
xor x5(sum[0],p[0],cin),           
		 x6(sum[1],p[1],c[0]),
		 x7(sum[2],p[2],c[1]),
		 x8(sum[3],p[3],c[2]);
endmodule
--- run.sh ---
#!/bin/bash
# OpenROAD 26Q1-2900-gdf79404cd8, Yosys 0.63+post, stock flow scripts
make -C /OpenROAD-flow-scripts/flow DESIGN_CONFIG=/design/flow/config.mk WORK_HOME=/design/flow/orfs finish
==> results.yml <==
# yosys + openroad results
outcome:
  status: "finished, final reports clean"
logic_synthesis:
  topCellsByArea: "mux4_2, nor2_1, mux2i_1"
  syn_area_um2: 7954
  synth.distinct_cells: 80
  ys.flop_type: "dfrtp_1"
  top_cells_by_count: "nor2_1, nand2_1, o21ai_0"
  top_area_share_pct: 15.86
  yosys_warnings: 1
  syn_avg_cell_area_um2: 6.989
  edf_count: 0
  top_area_cell: "mux4_2"
  ys_chip_area_um2: 7954
  async_reset_ff_share_pct: 100.0
  ys_seq_share_pct: 0.3146
  synthCells: 1138
  ys_cells: 1138
  ys_seq_elements: 1
  synth.most_common_cell: "nor2_1"
placed_design:
  dpl_cell_area_um2: 9134
  gp_congestion: 1.106
  port-buffer-count: 104
  dpl.hpwl_mm: 30.76
  dpl.cell_count: 1440
setup_path:
  worstPathRequired_ns: 10.56
  cp_max_fo: 19
  worstSetupPathType: "input pin to output pin"
  start_kind: "input pin"
  arrival_ns: 7.59
  worstSetupEndpointType: "output pin"
min_path:
  min_path_type: "clock port to register"
clock_tree:
  post_cts_resize_count: 0
  cts_hold_buf: 0
  cts_setup_buffers: 0
  clock_latency_ns: 0.33
  cts.clk_slew.worst_paths_ns: 0.03
  cts_tree: "built"
global_routing:
  grt_antenna_before_repair: 3
  grt_pass1_wl_mm: 59.51
  grt.overflow.total: 0
  grtUsageTotal_pct: 40.82
  grt_start_max_net_pins: 65
  grt_pass1_vias: 9260
finish:
  largest_reg_flops: 1
  drive_gt1_share_pct: 12.17
  final_cells: 1449
  syn_to_final_growth_pct: 16.85
  fin_area_um2: 9294
floorplanning:
  initCoreUtil_pct: 40.87
  io_pins: 105
  dieHeight_um: 143.0
  dieArea_um2: 20450
  rows: 51
  fp.coreArea_um2: 19460
  die_w_um: 143.0
timing:
  finalSetupViolCount: 0
  setup_tns_ns: 0
  finalMaxSlewViolations: 0
  fmax_mhz: 97.75
  finalCritPeriodShare_pct: 77.50
  hold_violations: 0
  finalCriticalPeriod_ns: 10.23
  slew_headroom_pct: 33.09
  rsz0062_at_grt: "false"
  tightest_slew_ns: 1.004
  skew_ns: 0
power_and_ir_drop:
  total_power_mw: 0.4674
  p_comb_share_pct: 78.0
  power.share.clock_pct: 20.8
  p_sw_share_pct: 48.95
  power_switching_mw: 0.2288
  p_leak_nw: 3.242
  p_seq_share_pct: 1.2
  ir_worst_vdd_uv: 49.50
  powerDensity_nw_per_um2: 50.29
  intPower_mw: 0.2386
detailed_routing:
  wl_per_cell_um: 27.62
  vias: 10105
  drt-initial-drc-count: 1151
  vias_per_cell: 6.974
  first_pass_iters: 5
  drc: 0
  drt_wl_total_mm: 40.03
  postRouteAntennaNets: 0
flow_run:
  drv_cap: 0
  log.warning_count: 27
cell usage in the layout (no fill, tap or decap), types with 9 or more instances in the layout:
cell type        instances
o31ai_1                 12
a221oi_1                15
nor4_1                  21
nor3_1                  45
mux4_2                  56
a31oi_1                 12
o21ai_0                 90
nand2b_1                14
xor2_1                  16
a211oi_1                28
or3_1                   13
nand4_1                 10
nor2_1                 151
ha_1                    33
mux2i_1                 51
xnor2_1                 26
a22oi_1                 10
mux2_2                  20
o211ai_1                16
inv_1                   14
and3_1                   9
a21oi_1                 83
clkdlybuf4s50_1         97
nand3_1                 17
nand2_1                120
and2_1                   9
buf_4                   35
through the flow:
step	hold slack [ns]	setup WS (ns)	util [%]
6_report	0.07079	2.970	47.75
3_5_place_dp	0.1631	3.025	46.93
5_1_grt	0.08343	2.762	47.74
2_1_floorplan	0.1603	4.759	-
4_1_cts	0.08056	3.021	47.74
3_3_place_gp	0.1629	3.090	46.93
power groups by stage:
stage	clock network [mW]	logic, mW	registers [mW]
6_report	0.0972	0.365	0.00561
5_1_grt	0.101	0.390	0.00571
4_1_cts	0.0984	0.356	0.00561
cell families after synthesis:
group / count (synthesis) / share of synthesized area (%)
flip-flops: 1 / 0.3146
AND/OR/NAND/NOR: 441 / 26.14
buffers and inverters: 118 / 6.056
adder cells (fa/ha/maj): 41 / 7.205
multiplexers: 127 / 25.11
AND-OR/OR-AND: 368 / 30.55
XOR/XNOR: 42 / 4.625
metal layers:
layer / part of all wire (%) / global-route usage, %
met3: 11 / 8.948
met1: 41 / 58.08
met5: 0.17 / 2.256
met2: 44 / 61.44
met4: 4.3 / 14.37
area by class of cell:
type	count	area (um2)
Antenna cell	1	2.502
Clock buffer	6	150.1
Clock inverter	3	11.26
Fill cell	2017	10170
Inverter	16	60.06
Multi-Input combinational cell	1019	7450
Sequential cell	1	25.02
Tap cell	265	331.6
Timing Repair Buffer	138	1264
worst max-delay path, stage by stage:
cell and delay (ns):
clkdlybuf4s50_1 0.46, buf_4 0.29, ha_1 0.34, a21o_1 0.18, or3_1 0.30, o32ai_1 0.60, o31ai_1 0.19, buf_4 0.21
a22o_1 0.27, or2_2 0.32, fa_1 0.42, mux2_2 0.26, mux4_2 0.48, o32a_1 0.21, clkdlybuf4s50_1 0.40
path summary, 6_finish.rpt:
check                           startpoint         end  slack, ns  cells after the start
worst max-delay path               reg2[5]  result[28]       2.97                     15
worst min-delay path                   clk        cout       0.07                      4
worst max register to register        cout        cout      12.52                      2
worst min register to register        cout        cout       0.54                      2
max in group asynchronous              rst        cout      10.67                      2
min in group asynchronous              rst        cout       2.44                      2
No activity file was given, so power comes from the tool's default toggle rates.
